**./constraint.sdc**
```tcl
current_design atm_controller

set clk_period 12.1
set clk_io_pct 0.2

create_clock -name clk0 -period $clk_period [get_ports {clk}]

set non_clock_inputs [all_inputs -no_clocks]
set_input_delay [expr $clk_period * $clk_io_pct] -clock clk0 $non_clock_inputs
set_output_delay [expr $clk_period * $clk_io_pct] -clock clk0 [all_outputs]
```
**./config.mk**
```make
export PLATFORM = sky130hd
export DESIGN_NAME = atm_controller
export DESIGN_NICKNAME = atm_controller
export VERILOG_FILES = /design/flow/design.v
export SDC_FILE = /design/flow/constraint.sdc
export NUM_CORES = 4
export LEC_CHECK = 1
export CORE_UTILIZATION = 30
```
**./design.v**
```verilog
`timescale 1ns / 1ps
module atm_controller(
    input card_in,
    input [3:0] pin,
    input [1:0] menu_select,
    input [20:0] amount_withdraw,
    input another_txn,
    input clk,
    input reset,
    output reg error_msg,
    output reg txn_success,
    output reg [20:0] balance_amount
);
    parameter idle = 4'b0000;
    parameter pin_verify = 4'b0001;
    parameter mainmenu = 4'b0010;
    parameter txn_complete = 4'b0011;
    parameter error = 4'b0100;
    parameter check_balance = 4'b0101;
    parameter cashwithdrawl = 4'b0110;
    reg [3:0] state, next_state;
    reg [1:0] count;
    reg [20:0] balance [2:0];   
    reg [3:0] pins [2:0];       
    initial begin
        balance[0] = 21'd10000;
        pins[0] = 4'b1001;  
        balance[1] = 21'd15000;
        pins[1] = 4'b1000;  
        balance[2] = 21'd20000;
        pins[2] = 4'b1010;  
        count = 0;
    end
    always @(posedge clk or posedge reset) begin
        if (reset) begin
            state <= idle;
            count <= 0;
            txn_success <= 0;
            error_msg <= 0;
        end else begin
            state <= next_state;
        end
    end
    always @(*) begin
        case (state)
            idle: 
                next_state = (card_in) ? pin_verify : idle;
            pin_verify: begin
                if ((pin == pins[0]) || (pin == pins[1]) || (pin == pins[2])) begin
                    next_state = mainmenu;
                    count = 0;
                end else if (count < 3) begin
                    next_state = pin_verify;
                end else begin
                    next_state = error;
                end
            end
            mainmenu: begin
                case (menu_select)
                    2'b00: next_state = check_balance;
                    2'b01: next_state = cashwithdrawl;
                    default: next_state = idle;
                endcase
            end
            cashwithdrawl: 
                next_state = txn_complete;
            check_balance: 
                next_state = txn_complete;
            txn_complete: 
                next_state = (another_txn) ? mainmenu : idle;
            error: 
                next_state = idle;
            default: 
                next_state = idle;
        endcase
    end
    always @(posedge clk) begin
        case (state)
            idle: begin
                txn_success <= 0;
                error_msg <= 0;
            end
            pin_verify: begin
                if ((pin == pins[0]) || (pin == pins[1]) || (pin == pins[2])) begin
                    txn_success <= 0;
                    error_msg <= 0;
                end else begin
                    txn_success <= 0;
                    error_msg <= 1;
                    count <= count + 1;
                end
            end
            mainmenu: begin
                txn_success <= 0;
                error_msg <= 0;
            end
            check_balance: begin
                txn_success <= 1;
                error_msg <= 0;
                if (pin == pins[0]) balance_amount <= balance[0];
                else if (pin == pins[1]) balance_amount <= balance[1];
                else if (pin == pins[2]) balance_amount <= balance[2];
            end
            cashwithdrawl: begin
                txn_success <= 1;
                error_msg <= 0;
                if (pin == pins[0] && balance[0] >= amount_withdraw) 
                    balance[0] <= balance[0] - amount_withdraw;
                else if (pin == pins[1] && balance[1] >= amount_withdraw) 
                    balance[1] <= balance[1] - amount_withdraw;
                else if (pin == pins[2] && balance[2] >= amount_withdraw) 
                    balance[2] <= balance[2] - amount_withdraw;
                else 
                    error_msg <= 1;   
                if (pin == pins[0]) balance_amount <= balance[0];
                else if (pin == pins[1]) balance_amount <= balance[1];
                else if (pin == pins[2]) balance_amount <= balance[2];
            end
            txn_complete: begin
                txn_success <= 0;
                error_msg <= 0;
            end
            error: begin
                txn_success <= 0;
                error_msg <= 1;
            end
            default: begin
                txn_success <= 0;
                error_msg <= 0;
            end
        endcase
    end
endmodule
```
**./run.sh**
```bash
#!/bin/bash
# OpenROAD 26Q1-2900-gdf79404cd8, Yosys 0.63+post, stock flow scripts
make -C /OpenROAD-flow-scripts/flow DESIGN_CONFIG=/design/flow/config.mk WORK_HOME=/design/flow/orfs finish
```
==> deck_impl_summary.md <==
Key Metrics from the Run

Pwr
  • Pleak: 2.94 nW
  • Maximum vdd drop: 62.2 µV
  • Pwr per Cell Area: 99.2 nW/µm²

Clock tree
  • H-tree Lvls: 3
  • CTS tree: yes
  • Clock root buffer: clkbuf_16
  • Post-cts resize count: 0
  • CTS Buffer Depth: 2
  • Clock latency (worst-skew pair): 340 ps
  • Hold buffers post-CTS: 0
  • Clk pin slew, worst setup/hold paths: 60 ps
  • Postcts setup bufs: 0
  • Num Clock Sinks: 90
  • Total CTS buffers: 9

Layout
  • Area Growth Syn to Fin: 18.2%
  • Most used logic cell in the final layout: edfxtp_1
  • Layout Cells excl Fill: 939
  • Share of layout cells above drive strength 1: 4.19%
  • Layout Cell Area excl Fill: 7410 µm²
  • Top cells excl fill/tap: edfxtp_1 (84), a21oi_1 (64), ha_1 (63), clkdlybuf4s50_1 (51), nor2_1 (49)

Logic synthesis
  • Unique cell types: 60
  • Synth flops: 90
  • Synth async-reset ratio: 6.67%
  • Syn Area/Cell: 10.3 µm²
  • Cell taking the most area after synthesis: edfxtp_1
  • Share of the synthesized area in the top cell type: 40.2%
  • Yosys chip area: 6270 µm²
  • Post-synth top flop: edfxtp_1
  • Ys cells: 608
  • Total of warnings raised by yosys: 10
  • Register area share after synthesis: 42.6%
  • Cell area leaders: edfxtp_1 (40%), ha_1 (13%), xnor2_1 (5.3%), a21oi_1 (5.1%), mux2i_1 (3.4%)
  • Post-synth EDFFs: 84
  • Cell Area, Synth: 6270 µm²
  • Cells after Synth: 608

Route
  • DR vias/cell: 5.01
  • Final wirelength: 14.4 mm
  • Vias: 4709
  • Met1 WL: 7.07 mm
  • Antenna viol nets, final: 0
  • Iter 0 DRT Violations: 263
  • Drt first pass iters: 4
  • DR WL/cell: 15.3 µm
  • Met2 wire length: 6.37 mm
  • Met3 wire len: 629 µm
  • Top sig layer: met4
  • DRC Markers: 0
  • ANT cells: 0

STA
  • Worst hold slack: 447 ps
  • Final worst slack: 6720 ps
  • Fin Clk Skew: 12.4 ps
  • Final Critical Period: 5380 ps
  • Hold Vio Cnt, Final: 0
  • Final setup violation count: 0
  • Final setup TNS: 0 ps
  • Tcrit/Tclk final: 44.4%
  • Unrepaired setup endpoints after global routing: false
  • Pins Over Slew Limit: 0
  • Slew @ Worst Pin: 741 ps
  • Worst slew margin: 49.9%
  • F_max: 186 MHz

Critical path
  • Worst Path Arrival: 5450 ps
  • Worst reg2reg path depth: 10
  • WS Path Type: in -> reg
  • Startpoint Class: input pin
  • Crit Reg-Reg Startpoint: balance[1][0]$_DFFE_PP_
  • Crit. End Element: flop
  • Crit Reg-Reg Endpoint: balance[1][20]$_DFFE_PP_
  • R2R setup slack: 9040 ps
  • Critical path fanouts, max: 21
  • CP required: 12170 ps

Hold path
  • Min-delay worst type: reg -> reg
  • Hold path start: state[4]$_DFF_PP0_
  • Hold depth: 1
  • Worst Hold Path EP: state[5]$_DFF_PP0_

Floorplan
  • Die width: 147 µm
  • Chip height: 147 µm
  • Placeable Area: 20400 µm²
  • FP Util: 30.8%
  • I/O pin cnt: 54
  • FP Rows: 52
  • Die Area: 21500 µm²

GRT
  • Grt total ovfl: 0
  • First-pass GRT wire length: 23.4 mm
  • Largest net degree at the start of global routing: 46
  • GRT Total Usage: 14.4%
  • Vias in the first global route: 4506
  • Initial antenna violation count: 0

Placed design
  • Place WS: 6360 ps
  • Placer Congestion: 0.918
  • Placed instance area: 7130 µm²
  • Placed cells: 923
  • Buffers on Ports: 51
  • Final HPWL DP: 11.4 mm

Flow run
  • Tool warning count: 25
  • Maximum Capacitance Violations: 0

Status
  • Status: completed
-- cell type report --
cell class              instances  area, µm²
clock buffers                  13        240
clock inverters                 3       42.5
fillers                      2006      13000
inverters                      43        161
multi-input cells             462       3390
flip-flops and latches         90       2670
well taps                     270        338
repair buffers                 58        563
-- synth_stat cells, drive strengths merged, types with 4 or more instances --
cell type,number
mux2i,21
or3,4
a21o,21
clkbuf,11
nor2,50
o21ai,30
nor3,5
nand4,7
nand2,24
inv,43
edfxtp,84
dfrtp,5
nand2b,5
nand3,15
a21oi,64
nor2b,10
a21boi,4
ha,63
a211oi,4
and3,6
xor2,13
a31oi,7
and2,4
o31ai,4
o31a,4
o21a,14
xnor2,38
-- logic make-up after synthesis --
logic type,count (synthesis),share of synthesized area (%)
adder cells (fa/ha/maj),66,13.5
buffers and inverters,57,3.53
other,1,0.0598
AND/OR/NAND/NOR,145,11.8
AND-OR/OR-AND,177,17.9
multiplexers,21,3.35
XOR/XNOR,51,7.12
flip-flops,90,42.6
-- routing by layer --
layer  vias up  GRT usage, %
li1       2373             -
met4         0          2.60
met1      2202          22.4
met5         -             0
met3        25          2.39
met2       109          21.9
-- how the worst max path moves through the flow --
stage / from / endpoint / slack (ps) / cells after the start
finish: amount_withdraw[1] / balance[1][19]$_DFFE_PP_ / 6720 / 11
global route: amount_withdraw[1] / balance[2][12]$_DFFE_PP_ / 6540 / 12
CTS: amount_withdraw[1] / balance[1][19]$_DFFE_PP_ / 6720 / 11
-- power by group --
part	switching, mW	total [mW]	internal [mW]
logic	0.0616	0.114	0.0522
registers	0.00121	0.348	0.347
clock network	0.113	0.273	0.160
total	0.176	0.735	0.559
-- through the flow --
step           utilization, %  power (mW)
6_report                 36.4       0.735
5_1_grt                  36.4       0.767
4_1_cts                  36.4       0.742
3_5_place_dp             35.0       0.467
3_3_place_gp             35.0       0.467
2_1_floorplan               -       0.435
-- state kept, by name, summed over array words and instances (netlist names) --
name and flops:
state 6, balance_amount 21, balance 63
-- critical path, stage by stage --
cell,delay (ps)
clkdlybuf4s50_1,640
inv_1,150
ha_1,330
nor2b_1,150
o31a_1,300
o211ai_1,270
nor2_1,100
a221o_1,340
a211oi_1,410
o21ai_2,100
buf_4,240
Power and IR drop assume default switching activity.
