File: design/flow/run.sh
#!/bin/bash
# OpenROAD 26Q1-2900-gdf79404cd8, Yosys 0.63+post, stock flow scripts
make -C /OpenROAD-flow-scripts/flow DESIGN_CONFIG=/design/flow/config.mk WORK_HOME=/design/flow/orfs finish
File: design/flow/config.mk
export PLATFORM = sky130hd
export DESIGN_NAME = vendor
export DESIGN_NICKNAME = vendor
export VERILOG_FILES = /design/flow/design.v
export SDC_FILE = /design/flow/constraint.sdc
export NUM_CORES = 4
export LEC_CHECK = 1
export CORE_AREA = 10 10 70 70
export DIE_AREA = 0 0 80 80
File: design/flow/constraint.sdc
current_design vendor

set clk_period 1.1
set clk_io_pct 0.2

create_clock -name clk0 -period $clk_period [get_ports {clk}]

set non_clock_inputs [all_inputs -no_clocks]
set_input_delay [expr $clk_period * $clk_io_pct] -clock clk0 $non_clock_inputs
set_output_delay [expr $clk_period * $clk_io_pct] -clock clk0 [all_outputs]
File: design/flow/design.v
`timescale 1ns / 1ps
module vendor(clk, reset,coin_1, coin_2,dispense, change,select);
input clk, reset,coin_1, coin_2;
input [1:0]select;
parameter S0 = 2'b00, S1 = 2'b01, S2 = 2'b10, S3 = 2'b11; 
reg [1:0]state,next_state;
output reg dispense,change;
always @(posedge clk or posedge reset)
begin 
if (reset) 
state <= S0; 
else
state <= next_state; 
end 
always @(*)
begin 
case (state) 
S0: next_state = (coin_1) ? S1:((coin_2) ? S2:S0); 
S1: next_state = (coin_1) ? S2 :((coin_2) ? S3 : S1); 
S2: next_state =coin_1 ? S3:((coin_2)?S0 : S2);
S3: next_state = S0; 
default: next_state = S0; 
endcase 
end 
always @(state)
begin 
case (state) 
S0: begin dispense = 0; change = 0; end 
S1: begin dispense = 0; change = 0; end 
S2: begin dispense = 0; change =(coin_2) ? 1:0; end 
S3:begin
case(select)
2'b00: begin dispense = 1; change =(coin_1 || coin_2) ? 1 : 0;end
2'b01: begin dispense = 1; change =(coin_1 || coin_2) ? 1 : 0;end
2'b10: begin dispense = 1; change =(coin_1 || coin_2) ? 1 : 0;end
default: begin dispense = 0; change = 0; end 
endcase
end
default: begin dispense = 0; change = 0; end 
endcase 
end 
endmodule
==> results.tsv <==
stage	metric	value	unit
outcome	result_of_the_run	complete, but fails checks	
outcome	violations	setup timing	
place	dp_slack	-566.3	ps
hold_path	hold_path_class	input pin to async pin	
final_timing	post-route-min-period	1268	ps
place	port_buffers	7	
cells_and_area	n_fill_cell	401	
final_timing	fmax	0.7887	GHz
cts	cts_htree_levels	1	
synthesis	number_of_different_library_cells_in_the_post_synthesis_netlist	14	
cts	cts.reportedPaths.clkPinSlew	40	ps
cts	cts_sinks	4	
floorplan	die_w	80	um
critical_path	cp_data_required_time	880	ps
final_timing	report.final.setup_viol	2	
critical_path	maximum_net_fanout_on_the_critical_path	2	
critical_path	crit_path_top_delay_cell	sky130_fd_sc_hd__dfrtp_1	
cts	tritoncts_clock_tree	yes	
place	post-dp-hpwl	392.7	um
cells_and_area	layout.area.seq	101.3	um2
routing	antenna-diode-count	0	
synthesis	synth.yosys.seq_area_share	50.00	%
synthesis	postSynthAreaPerCell	10.67	um2
power	power.density_cell_area	1048	nW/um2
final_timing	setup_repair_after_global_routing_missed_its_margin	yes	
routing	drt_first_pass_iters	1	
critical_path	critPathArrivalTime	1050	ps
routing	route.vias.total	179	
global_routing	first_global_vias	223	
routing	drt-vias-per-instance	2.295	
final_timing	slew_headroom	88.26	%
global_routing	grt_first_pass_wirelength	924	um
routing	wl_cell	6.449	um
global_routing	initial_antenna_violation_count	0	
final_timing	clock-skew-final	4.853	ps
flow_run	maxCapViolCount	0	
routing	drc	0	
flow_run	log.warning_count	27	
critical_path	critical_path.endpoint_type	output port	
cells_and_area	leading_registers_by_flop_count	state: 4 flops	
floorplan	placeableCoreArea	3416	um2
synthesis	number_of_warning_messages_in_the_yosys_log	1	
synthesis	post_synth_inst_count	19	
final_timing	period_utilization	115.3	%
cells_and_area	layout-drive-gt1-share	34.38	%
routing	wl	503	um
power	peakVddDrop	185.9	uV
floorplan	die_h	80	um
final_timing	worst-slew-pin-transition	174.3	ps
routing	final_antenna_net_count	0	
synthesis	ys_cells	19	
critical_path	ff2ff_path_depth	2	
cts	holdBufCountCts	0	
place	globalplace.congestion	0.7594	
global_routing	grt_max_degree	8	
cells_and_area	layout-area-overhead-vs-synth	79.63	%
power	leakagePower	0.1580	nW
place	placed_cells	73	
cts	clockRootBuffer	sky130_fd_sc_hd__clkbuf_4	
floorplan	floorplan.die_area	6400	um2
synthesis	syn-cell-area	202.7	um2
floorplan	floorplan.core_util	5.934	%
routing	initial_drt_markers	0	
global_routing	total_global_routing_track_utilization	1.831	%
floorplan	placement_rows	21	
floorplan	num_io_pins	8	
synthesis	synth-seq-cells	4	
final_timing	timing_max_transition_violations_final	0	
global_routing	grt.overflow.total	0	
cells_and_area	post-route-util	10.66	%
final_timing	final-hold-violation-count	0	
cts	clk-insertion-delay-late	240	ps
cells_and_area	multi_input_comb_area	90.09	um2
cts	cts_inserted_buffers	3	
cts	clk_path_buf_depth	2	
critical_path	worstPathCellList	a21boi_2 > o22a_1 > buf_2	
cells_and_area	largest-register	state	
synthesis	yosys_area	202.7	um2
critical_path	worst_setup_path_class	flop to output port	
final_timing	finalWorstSetupSlack	-167.9	ps
cells_and_area	flip_flop_count_of_the_largest_register_all_copies_and_words_added	4	
critical_path	cpPeakStageDelay	370	ps
critical_path	reg2reg_setup_slack	300	ps
cells_and_area	final_cell_count_no_fill	78	
critical_path	timing.critical_path.from_type	flop	
final_timing	timing.setup.tns	-285.3	ps
-- cell type report --
class	count	area share (%)
multi-input combinational	13	24.74
inverter	1	1.031
clock buffer	4	7.216
tap	46	15.81
timing repair buffer	10	23.37
sequential	4	27.84
-- stage by stage --
step	total power [mW]	instance area [um2]	hold slack, ps
after detailed placement	0.1847	334.1	441.6
after global routing	0.4226	364.1	179.8
after floorplan	0.1610	202.7	-14.64
final	0.3817	364.1	178.8
after global placement	0.1839	334.1	442.6
after CTS	0.3922	357.8	183.8
-- final timing paths --
kind                            startpoint       end
worst max-delay path              state[3]    change
worst min-delay path                 reset  state[1]
worst max register to register    state[0]  state[0]
worst min register to register    state[3]  state[0]
max in group asynchronous            reset  state[0]
min in group clk0                 state[3]  state[0]
-- per-layer routing --
metal	global-route usage [%]	vias to the layer above	share of wire, %
met5	0	-	0
met4	0.7042	0	5.6
met3	1.705	3	17
met2	2.327	11	27
met1	2.065	73	50
li1	-	92	-
-- cells in the mapped netlist --
library cell	instances	share of area, %
sky130_fd_sc_hd__dfrtp_1	3	37
sky130_fd_sc_hd__nand2_1	3	5.6
sky130_fd_sc_hd__mux2i_1	2	9.9
sky130_fd_sc_hd__a21boi_1	1	3.7
sky130_fd_sc_hd__a22o_1	1	4.3
sky130_fd_sc_hd__and2_4	1	4.3
sky130_fd_sc_hd__buf_6	1	5.6
sky130_fd_sc_hd__dfstp_2	1	13
sky130_fd_sc_hd__inv_1	1	1.9
sky130_fd_sc_hd__nor2_1	1	1.9
sky130_fd_sc_hd__o21ai_0	1	2.5
sky130_fd_sc_hd__o21ai_1	1	2.5
sky130_fd_sc_hd__o21bai_1	1	3.7
sky130_fd_sc_hd__o22a_1	1	4.3
-- layout by cell type (no fill, tap or decap) --
master / count
sky130_fd_sc_hd__a21boi_2: 1
sky130_fd_sc_hd__clkbuf_1: 1
sky130_fd_sc_hd__inv_1: 1
sky130_fd_sc_hd__buf_4: 3
sky130_fd_sc_hd__o21bai_1: 1
sky130_fd_sc_hd__mux2i_1: 2
sky130_fd_sc_hd__clkdlybuf4s50_1: 2
sky130_fd_sc_hd__o21ai_1: 1
sky130_fd_sc_hd__dfrtp_1: 3
sky130_fd_sc_hd__dlygate4sd2_1: 3
sky130_fd_sc_hd__nor2_1: 1
sky130_fd_sc_hd__dfstp_2: 1
sky130_fd_sc_hd__a22o_1: 1
sky130_fd_sc_hd__nand2_1: 3
sky130_fd_sc_hd__buf_6: 1
sky130_fd_sc_hd__buf_2: 1
sky130_fd_sc_hd__clkbuf_4: 3
sky130_fd_sc_hd__and2_4: 1
sky130_fd_sc_hd__o22a_1: 1
sky130_fd_sc_hd__o21ai_0: 1
-- kinds of logic after synthesis --
family / count (synthesis) / share of synthesized area (%)
mux: 2 / 9.877
buf+inv: 2 / 7.405
flops: 4 / 50.00
compound gates: 6 / 20.99
simple gates: 5 / 11.73
-- timing repair --
action                     in CTS  in global routing
setup endpoints to repair       2                  2
pin swaps                       2                  0
gates resized                  10                  1
buffers inserted                1                  0
-- worst max-delay path: cells and delay by family (launching register included) --
family,cells,cell delay [ps]
flops,1,370
compound gates,2,330
buf+inv,1,110
-- power by group --
part	leakage, nW	switching [mW]	internal, mW
Sequential	0.0522	0	0.148
Clock	0.0150	0.0654	0.136
Combinational	0.0907	0.0135	0.0183
No activity file was given, so power comes from the tool's default toggle rates.
